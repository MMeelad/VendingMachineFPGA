**flow/run.sh**
```bash
#!/bin/bash
# OpenROAD 26Q1-2900-gdf79404cd8, Yosys 0.63+post, stock flow scripts
make -C /OpenROAD-flow-scripts/flow DESIGN_CONFIG=/design/flow/config.mk WORK_HOME=/design/flow/orfs finish
```
**flow/config.mk**
```make
export PLATFORM = sky130hd
export DESIGN_NAME = VendingMachineFPGA
export DESIGN_NICKNAME = VendingMachineFPGA
export VERILOG_FILES = /design/flow/design.v
export SDC_FILE = /design/flow/constraint.sdc
export NUM_CORES = 4
export LEC_CHECK = 1
export CORE_UTILIZATION = 50
```
**flow/constraint.sdc**
```tcl
current_design VendingMachineFPGA

set clk_period 6.8
set clk_io_pct 0.2

create_clock -name clk0 -period $clk_period [get_ports {clk}]

set non_clock_inputs [all_inputs -no_clocks]
set_input_delay [expr $clk_period * $clk_io_pct] -clock clk0 $non_clock_inputs
set_output_delay [expr $clk_period * $clk_io_pct] -clock clk0 [all_outputs]
```
**flow/design.v**
```verilog
module VendingMachineFPGA(
	input clk,		 
	input reset,	
	input quarter,	 
	input dollar,	 
	input [3:0] select,	 
	input buy,				 
	input [3:0] load,		 
	output reg [11:0] money,			 
	output reg [3:0] products = 0,		 
	output reg [3:0] out_of_stock = 0,	 
	output reg refundLED
);
	reg [25:0] count;
	reg dollar_prev, quarter_prev;
	reg buy_prev;
	reg[3:0] stock0=4'b1111;  
	reg[3:0] stock1=4'b1111;  
	reg[3:0] stock2=4'b1111;  
	reg[3:0] stock3=4'b1111;  
	always @ (posedge clk)
	begin
	refundLED <= 1'b0;
	buy_prev <= buy;
	dollar_prev <= dollar;
	quarter_prev <= quarter;
	if(reset == 1'b0)		 
	begin
		money <= 12'd0;			 
		refundLED <= 1'b1;		 
		#5000000;
	end
	else if(quarter_prev == 1'b0 && quarter == 1'b1)
	money <= money + 12'd25;		 
	else if(dollar_prev == 1'b0 && dollar == 1'b1)
	money <= money + 12'd100;		 
	else if(buy_prev == 1'b0 && buy == 1'b1)
	case(select)
	4'b0001: 	 
	if (money>=12'd25 && stock0>0)
	begin
	products[0] <= 1'b1;		 
	stock0 <= stock0 - 1'b1;	 
	money <= money -12'd25;	 
	end
	4'b0010:		 
	if (money>=12'd75 && stock1>0)
	begin
	products[1] <= 1'b1;		 
	stock1 <= stock1 - 1'b1;	 
	money <= money -12'd75;	 
	end
	4'b0100:		 
	if (money>=12'd150 && stock2>0)
	begin
	products[2] <= 1'b1;		 
	stock2 <= stock2 - 1'b1;	 
	money <= money -12'd150;	 
	end
	4'b1000:		 
	if (money>=12'd200 && stock3>0)
	begin
	products[3] <= 1'b1;		 
	stock3 <= stock3 - 1'b1;	 
	money <= money -12'd200;	 
	end
	endcase
	else if(buy_prev == 1'b1 && buy == 1'b0)  
	begin
	products[0] <= 1'b0;
	products[1] <= 1'b0;
	products[2] <= 1'b0;
	products[3] <= 1'b0;
	end
	else 
	begin
	if(stock0==4'b0000)
	out_of_stock[0] <= 1'b1;
	else 
	out_of_stock[0] <= 1'b0;
	if(stock1==4'b0000)
	out_of_stock[1] <= 1'b1;
	else 
	out_of_stock[1] <= 1'b0;
	if(stock2==4'b0000)
	out_of_stock[2] <= 1'b1;
	else 
	out_of_stock[2] <= 1'b0;
	if(stock3==4'b0000)
	out_of_stock[3] <= 1'b1;
	else 
	out_of_stock[3] <= 1'b0;
	end
	case(load)
	4'b0001: stock0 <= 4'b1111;
	4'b0010: stock1 <= 4'b1111;
	4'b0100: stock2 <= 4'b1111;
	4'b1000: stock3 <= 4'b1111;
	endcase
	end
	endmodule
```
==> flow_summary.json <==
{
  "cts_tree": "done",
  "skew_ps": 8.31,
  "fmax_mhz": 263,
  "grtUsageTotal_pct": 27.5,
  "edf_count": 8,
  "hp-class": "register to register",
  "dr.pass1.iters": 4,
  "root_buffer": "clkbuf_8",
  "diodes": 0,
  "postCtsSetupBuffers": 0,
  "avgSynthCellArea_um2": 7.78,
  "gp_congestion": 1.04,
  "clock_path_buffers": 2,
  "utilization_pct": 59.1,
  "grt_max_degree": 22,
  "clockPowerShare_pct": 28.1,
  "switchingPower_mw": 0.264,
  "maxSlewHeadroom_pct": 49.8,
  "ys_cells": 429,
  "overflow": 0,
  "drc": 0,
  "die_h_um": 83.7,
  "grt_pass1_wl_mm": 15.3,
  "num_vias": 3264,
  "synth_cells": 429,
  "worst_pin_slew_ps": 752,
  "status": "finished, final reports clean",
  "drt-initial-drc-count": 266,
  "dp_hpwl_mm": 6.51,
  "sequentialPowerShare_pct": 40.1,
  "start_kind": "input pin",
  "avgRoutedWirePerCell_um": 17.8,
  "clock_sinks": 40,
  "drt-total-wl_mm": 9.25,
  "cp.required_ps": 7010,
  "timing.setup.tns_ps": 0,
  "finalCritPeriodShare_pct": 55.8,
  "crit_path_end_kind": "register",
  "cts_resized": 0,
  "hold_buffers": 0,
  "ys_chip_area_um2": 3340,
  "sw_frac_of_total_pct": 35.9,
  "coreArea_um2": 6390,
  "final.setup.worst_slack_ps": 3000,
  "cp_data_arrival_time_ps": 4000,
  "warnings": 38,
  "ant_nets": 0,
  "seq_area_frac_synth_pct": 26.4,
  "crit_fanout": 13,
  "grt_pass1_vias": 3055,
  "comb_power_share_pct": 31.8,
  "drt-vias-per-instance": 6.26,
  "grt_antenna_before_repair": 0,
  "rsz0062_at_grt": "false",
  "syn_area_um2": 3340,
  "power_leakage_nw": 1.46,
  "ys.flops": 40,
  "cts_buffers": 5,
  "final_hold_viol_count": 0,
  "maxCapViolations": 0,
  "ys_warn_count": 1,
  "period_minus_slack_ps": 3800,
  "drive_above_1_share_pct": 6.53,
  "ys_async_sr_fraction_pct": 0,
  "port_buffers": 33,
  "initial_utilization_pct": 52.3,
  "clk_pin_slew_worst_paths_ps": 90,
  "p_int_mw": 0.472,
  "rows": 29,
  "area_growth_syn_to_layout_pct": 13.0,
  "finalSetupViolations": 0,
  "ff_type": "dfxtp_1",
  "io_pins": 34,
  "criticalPathCategory": "input pin to register",
  "insertion_delay_ps": 300,
  "synth_cell_types": 75,
  "die_w_um": 83.7,
  "power_density_nw_per_um2": 195,
  "cts.htree.levels": 2,
  "pre_cts_ws_ps": 2710,
  "drv_slew": 0,
  "ir_worst_vdd_mv": 0.150,
  "die_area_um2": 7010
}
## cells by family (layout without fill, tap and decap cells)
family,after synthesis,after routing,share of synthesized area (%)
xor gates and xnor gates,18,18,4.72
AOI/OAI and AO/OA,135,135,28.2
adders and majority gates,21,21,7.87
buffers and inverters,52,67,6.63
and+or+nand+nor,163,163,26.2
DFF,40,40,26.4
## critical path, cell delays in order
cell and delay (ps):
clkdlybuf4s50_1 760, or4b_1 670, o211ai_1 170, a311o_2 170, nand4_4 130, and2_1 320
and3_1 230, a31o_1 170
## layer usage
| layer | global-route usage [%] | share of wire (%) | vias to the layer above | wire length, um |
|---|---|---|---|---|
| met2 | 44.9 | 48 | 140 | 4400 |
| met5 | 0 | 0 | - | 0 |
| li1 | - | - | 1615 | - |
| met3 | 2.91 | 7.1 | 15 | 657 |
| met1 | 40.6 | 44 | 1494 | 4030 |
| met4 | 5.39 | 1.9 | 0 | 173 |
## sequential cells by signal, indices dropped and copies added (netlist names)
register / flops
quarter_prev: 1
out_of_stock: 4
buy_prev: 1
products: 4
stock0: 4
dollar_prev: 1
stock2: 4
refundLED: 1
stock3: 4
money: 12
stock1: 4
## power groups by stage
stage / Sequential [mW] / Clock, mW / Combinational (mW)
after CTS: 0.295 / 0.212 / 0.230
after global routing: 0.299 / 0.219 / 0.257
final: 0.295 / 0.207 / 0.234
## path summary, 6_finish.rpt
path                   from         to  slack [ps]  depth (start not counted)
setup / recovery  select[3]  money[10]        3000                          8
hold / removal    stock1[3]  stock1[3]         500                          2
setup reg to reg   money[3]  money[10]        3710                          9
hold reg to reg   stock1[3]  stock1[3]         500                          2
## final cells by class
class | instances | area, um2
fill | 573 | 2610
multi-input combinational | 337 | 2240
sequential | 40 | 881
timing repair buffer | 37 | 360
tap | 77 | 96.3
inverter | 22 | 82.6
clock buffer | 5 | 68.8
clock inverter | 3 | 46.3
## synth_stat cells, types with 3 or more instances
master,number,area (um2)
nand4_1,4,25.0
or3_1,4,25.0
nand2b_1,5,31.3
nand3b_1,4,30.0
xnor2_1,13,114
nor3_1,8,40.0
nor3b_1,4,30.0
o311ai_0,3,26.3
o21ai_1,5,25.0
nor2b_1,3,18.8
clkbuf_1,19,71.3
o211ai_1,9,67.6
o22ai_1,4,25.0
a31oi_1,7,43.8
ha_1,21,263
a211oi_1,5,37.5
nand2_1,58,218
inv_1,21,78.8
edfxtp_1,8,240
or4b_1,3,30.0
and3_1,6,37.5
a21oi_1,35,175
buf_2,6,30.0
dfxtp_1,32,641
nor4_1,4,25.0
a21o_1,4,30.0
o31ai_1,4,30.0
xor2_1,5,43.8
nand3_1,9,45.0
o21ai_0,19,95.1
o2111ai_1,3,26.3
nor2_1,34,128
o221ai_1,5,43.8
## through the flow
stage / cells / instance area [um2] / hold slack (ps) / power (mW)
after floorplan: 429 / 3340 / 461 / 0.455
after global placement: 513 / 3660 / 476 / 0.528
after detailed placement: 513 / 3660 / 477 / 0.528
after CTS: 521 / 3770 / 503 / 0.736
after global routing: 521 / 3770 / 526 / 0.775
final: 521 / 3770 / 501 / 0.736
## placed cells by master, fill, tap and decap left out, drive strengths merged, types with 3 or more instances in the layout
master	count
a211oi	6
a21o	4
a21oi	35
a221oi	3
a31oi	7
and3	6
buf	4
clkbuf	5
clkdlybuf4s50	33
dfxtp	32
edfxtp	8
ha	21
inv	23
nand2	58
nand2b	5
nand3	9
nand3b	4
nand4	5
nor2	35
nor2b	3
nor3	8
nor3b	4
nor4	5
nor4b	3
o2111ai	3
o211ai	9
o21ai	24
o221ai	5
o22ai	4
o311ai	5
o31ai	5
or2	3
or3	4
or4b	4
xnor2	13
xor2	5
Power is estimated from default activity; no workload was simulated.
