===== flow/config.mk =====
export PLATFORM = sky130hd
export DESIGN_NAME = Debounce
export DESIGN_NICKNAME = Debounce
export VERILOG_FILES = /design/flow/design.v
export SDC_FILE = /design/flow/constraint.sdc
export NUM_CORES = 4
export LEC_CHECK = 1
export CORE_AREA = 10 10 89 89
export DIE_AREA = 0 0 99 99

===== flow/constraint.sdc =====
current_design Debounce

set clk_period 3.8
set clk_io_pct 0.2

create_clock -name clk0 -period $clk_period [get_ports {clk}]

set non_clock_inputs [all_inputs -no_clocks]
set_input_delay [expr $clk_period * $clk_io_pct] -clock clk0 $non_clock_inputs
set_output_delay [expr $clk_period * $clk_io_pct] -clock clk0 [all_outputs]

===== flow/design.v =====
module Debounce(input clk,pb_1,output pb_out);
		wire slow_clk_en;
		wire Q1,Q2,Q2_bar,Q0;
		clock_enable u1(clk,slow_clk_en);
		my_dff_en d0(clk,slow_clk_en,pb_1,Q0);
		my_dff_en d1(clk,slow_clk_en,Q0,Q1);
		my_dff_en d2(clk,slow_clk_en,Q1,Q2);
		assign Q2_bar = ~Q2;
		assign pb_out = Q1 & Q2_bar;
	endmodule
	module clock_enable(input Clk_50M,output slow_clk_en);
		 reg [26:0]counter=0;
		 always @(posedge Clk_50M)
		 begin
			 counter <= (counter>=499999)?0:counter+1;
		 end
		 assign slow_clk_en = (counter == 499999)?1'b1:1'b0;
	endmodule
	module my_dff_en(input DFF_CLOCK, clock_enable,D, output reg Q=0);
		 always @ (posedge DFF_CLOCK) begin
	  if(clock_enable==1) 
				  Q <= D;
		 end
endmodule

===== flow/run.sh =====
#!/bin/bash
# OpenROAD 26Q1-2900-gdf79404cd8, Yosys 0.63+post, stock flow scripts
make -C /OpenROAD-flow-scripts/flow DESIGN_CONFIG=/design/flow/config.mk WORK_HOME=/design/flow/orfs finish

==> qor.log <==
qor: logic_synthesis.yosys.stat.chipArea 1230 µm²
qor: power_and_ir_drop.final_total_power 0.000560 W
qor: clock_tree.cts.htree.levels 2
qor: clock_tree.cts_resized 0
qor: die.chipHeight 99 µm
qor: placed_design.place.port_buffers 2
qor: grt.grt_antenna_before_repair 0
qor: clock_tree.clock-sinks 30
qor: logic_synthesis.netlist_instances 118
qor: grt.grt_use_total 4.17%
qor: sta.fin_skew 0.00868 ns
qor: die.fp.dieArea 9800 µm²
qor: routing.post_route_antenna_net_violation_count 0
qor: power_and_ir_drop.intPower 0.000450 W
qor: grt.grt-ovfl-total 0
qor: critical_path.critical_path.max_fanout 13
qor: routing.route.antenna.diode_count 0
qor: sta.fmax 480 MHz
qor: logic_synthesis.synth-xor-area-share 9.26%
qor: sta.tightestPinTransition 0.874 ns
qor: grt.grt_pass1_vias 788
qor: power_and_ir_drop.power_density 388 nW/µm²
qor: final_layout.postLayoutCoreUtil 24.1%
qor: sta.rsz0062_at_grt no
qor: sta.number_of_setup_violations_in_the_final_report 0
qor: power_and_ir_drop.switching_share 19.7%
qor: clock_tree.cts_buffer_depth 2
qor: logic_synthesis.synth_seq_share 51.3%
qor: outcome.outcome finished clean
qor: critical_path.worst_path_largest_cell_delay 0.47 ns
qor: clock_tree.cts_tree done
qor: grt.wire_length_of_the_first_global_routing_pass 3590 µm
qor: grt.grt_max_degree 20
qor: die.die-width 99 µm
qor: die.core 5990 µm²
qor: power_and_ir_drop.clockPowerShare 41.6%
qor: routing.totalWireLength 2040 µm
qor: sta.finalHoldViolCount 0
qor: clock_tree.clock_insertion_delay_worst_skew 0.27 ns
qor: routing.dr_wl_met2 809 µm
qor: routing.drt-pass1-iter-count 4
qor: final_layout.filler_cell_count 626
qor: logic_synthesis.netlist_top_cells_area dfxtp_1, edfxtp_1, nor3_1, xnor2_1, nand4_1
qor: routing.drt_iter0_drc 67
qor: routing.maxUsedRoutingLayer met4
qor: die.placement_row_count 28
qor: power_and_ir_drop.power.ir.vdd_worst 0.166 mV
qor: critical_path.critical_path.cell_chain ha_1 -> and4_1 -> nand4_1 -> nor2_1 -> buf_4
qor: final_layout.mostFrequentLayoutCell dfxtp_1
qor: final_layout.layout_top_cells_excl_fill_tap dfxtp_1, nor3_1, xnor2_1, conb_1
qor: run.max_cap_viol_count 0
qor: logic_synthesis.synth_cell_types 32
qor: sta.period_needed 2.08 ns
qor: logic_synthesis.number_of_cells_in_the_yosys_synthesis_report 118
qor: final_layout.flow.area_growth_from_synthesis 17.4%
qor: clock_tree.cts_setup_buffers 0
qor: power_and_ir_drop.cellLeakagePower 0.422 nW
qor: routing.avgRoutedWirePerCell 9.82 µm
qor: placed_design.detailed_placer_s_ending_hpwl 1420 µm
qor: critical_path.start_kind register
qor: critical_path.timing.critical_path.slowest_stage_cell nor2_1
qor: routing.drcViolationCount 0
qor: clock_tree.clockRootBuffer clkbuf_8
qor: logic_synthesis.syn-cell-area 1230 µm²
qor: logic_synthesis.compound_area_share 8.14%
qor: sta.finalSetupTns 0 ns
qor: run.tool_warnings 25
qor: critical_path.timing.critical_path.required 3.78 ns
qor: clock_tree.holdBufCountCts 0
qor: routing.overall_via_count_from_detail_route 863
qor: logic_synthesis.yosys_warnings 2
qor: logic_synthesis.top_cell_area_share 43.9%
qor: clock_tree.cts-buffers-inserted 5
qor: routing.wirelength_met1 1110 µm
qor: final_layout.final_design_area_no_fill 1440 µm²
qor: placed_design.dpl-instance-area 1360 µm²
qor: clock_tree.clkSlewWorstSetupHoldPaths 0.06 ns
qor: die.io_pins 3
qor: final_layout.share_of_cells_above_drive_strength_1 10.5%
qor: placed_design.place.gp.congestion 0.761
qor: logic_synthesis.ys.flops 30
qor: logic_synthesis.simple_gate_area_share 28.2%
qor: routing.via_per_inst 4.15
qor: sta.fin_crit_sh 54.8%
qor: logic_synthesis.fa_ha_maj_area_share 1.02%
qor: critical_path.arrival 2.06 ns
qor: power_and_ir_drop.power.share.combinational 0.5%
qor: logic_synthesis.yosys-dominant-comb-family simple AND/OR/NAND/NOR gates
qor: logic_synthesis.synth_area_leader_cell dfxtp_1
qor: logic_synthesis.avgSynthCellArea 10.4 µm²
qor: logic_synthesis.mux_share 0%
qor: power_and_ir_drop.net-switching-power 0.000110 W
qor: routing.met3_wire_len 105 µm
qor: sta.maxSlewHeadroom 41.7%
qor: min_path.min_path_type reg -> reg
qor: critical_path.end_kind register
qor: power_and_ir_drop.seq_power_share 58.0%
qor: sta.finalMaxSlewViolations 0
qor: die.floorplan.core_util 20.5%
qor: critical_path.critPathKind reg -> reg
layout make-up:
| type | count | area, µm² | area share [%] |
|---|---|---|---|
| timing repair buffer | 3 | 27.5 | 1.91 |
| clock buffer | 6 | 72.6 | 5.03 |
| multi-input combinational | 90 | 603 | 41.8 |
| tap | 75 | 93.8 | 6.50 |
| inverter | 2 | 7.51 | 0.520 |
| clock inverter | 2 | 8.76 | 0.607 |
| sequential | 30 | 631 | 43.7 |
power by group through the flow:
stage,combinational [W],sequential [W],clock (W)
CTS,0.00000266,0.000325,0.000241
global route,0.00000334,0.000325,0.000257
finish,0.00000261,0.000325,0.000233
metrics by stage:
step                      setup WS, ns  hold slack [ns]  std cells
final                             1.72            0.422        208
after global routing              1.52            0.443        208
after CTS                         1.70            0.426        208
after detailed placement          1.70            0.411        200
after global placement            1.70            0.409        200
after floorplan                   1.93            0.400        125
registers in the layout (all words and copies together) (netlist names):
register	flops
d0.Q	1
d1.Q	1
d2.Q	1
u1.counter	27
path summary, 6_finish.rpt:
kind | from | endpoint | slack (ns) | cells past startpoint
setup / recovery | u1.counter[0]$_SDFF_PP0_ | d2.Q$_DFFE_PP_ | 1.72 | 5
hold reg to reg | d0.Q$_DFFE_PP_ | d1.Q$_DFFE_PP_ | 0.42 | 0
setup reg to reg | u1.counter[0]$_SDFF_PP0_ | d2.Q$_DFFE_PP_ | 1.72 | 5
hold / removal | d0.Q$_DFFE_PP_ | d1.Q$_DFFE_PP_ | 0.42 | 0
worst max-delay path, delay by kind of cell, from the launching register on:
kind,cells,cell delay [ns]
DFF,1,0.39
and+or+nand+nor,3,0.86
adders and majority gates,1,0.24
buffers and inverters,1,0.30
routing by layer:
layer,GRT usage (%),vias up
li1,-,463
met4,0.551,0
met3,1.48,3
met2,5.76,17
met5,0,-
met1,6.22,380
cells in the mapped netlist:
cell       instances
ha_1               1
xnor2_1            9
nor2_1             4
inv_1              2
and3_1             1
o211a_1            1
dfxtp_1           27
or3_1              3
o41ai_1            1
conb_1             1
nor4b_2            1
nand3_4            1
and3_2             1
xor2_1             4
o21ai_0            4
o2111ai_2          1
o311ai_0           1
nand4_1            6
nand2_1            5
buf_2              3
nor2b_1            1
edfxtp_1           3
nor3b_1            1
a211oi_1           4
or4_4              1
o21a_1             1
nand3_1            4
nor4_1             6
nor3_1            16
and4_1             2
or3b_2             1
nand4_4            1
logic make-up after synthesis:
logic type      count (synthesis)
xor+xnor                       13
fa+ha+maj                       1
flops                          30
simple gates                   55
compound gates                 13
other cells                     1
buf+inv                         5
Power and IR drop assume default switching activity.
