--- ./run.sh ---
#!/bin/bash
# OpenROAD 26Q1-2900-gdf79404cd8, Yosys 0.63+post, stock flow scripts
make -C /OpenROAD-flow-scripts/flow DESIGN_CONFIG=/design/flow/config.mk WORK_HOME=/design/flow/orfs finish
--- ./config.mk ---
export PLATFORM = sky130hd
export DESIGN_NAME = Binary_to_BCD
export DESIGN_NICKNAME = Binary_to_BCD
export VERILOG_FILES = /design/flow/design.v
export SDC_FILE = /design/flow/constraint.sdc
export NUM_CORES = 4
export LEC_CHECK = 1
export CORE_AREA = 10 10 104 104
export DIE_AREA = 0 0 114 114
--- ./constraint.sdc ---
current_design Binary_to_BCD

set clk_period 18.7
set clk_io_pct 0.2

create_clock -name clk0 -period $clk_period

set non_clock_inputs [all_inputs -no_clocks]
set_input_delay [expr $clk_period * $clk_io_pct] -clock clk0 $non_clock_inputs
set_output_delay [expr $clk_period * $clk_io_pct] -clock clk0 [all_outputs]
--- ./design.v ---
module Binary_to_BCD(
	input [11:0] binary,
	output reg [3:0] thousands,
	output reg [3:0] hundreds,
	output reg [3:0] tens,
	output reg [3:0] ones
	);
	reg [11:0] bcd_data = 0;
	always @ (binary)
	begin
	bcd_data = binary;
	thousands = bcd_data / 1000;
	bcd_data = bcd_data % 1000;
	hundreds = bcd_data / 100;
	bcd_data = bcd_data % 100;
	tens = bcd_data / 10;
	ones = bcd_data % 10;
	end
	endmodule
==> flow_summary.yaml <==
# physical design summary
synthesis:
  ys_seq_share: 0
  ys_area_mm2: 0.00255
  ys_types: 100
  synth.cell_area_mm2: 0.00255
  yosysCellCount: 368
  top_area_cell: "nand2_1"
  yosys_warnings: 1
  area_leaders: "nand2_1 5.9%, nor2_1 4.9%, a21oi_1 4.1%"
  top_area_frac: 0.0589
  synthCells: 368
  synth.avg_cell_area_um2: 6.93
layout:
  nClkBuffers: 0
  fill_cells: 922
  drive_gt1_frac: 0.142
  area_growth_pct: 11.6
  comb_area_mm2: 0.00238
  ff_count: 0
  final_common_cell: "nand2_1"
  layout_top_cells: "40 x nand2_1, 33 x nor2_1, 25 x clkdlybuf4s50_1"
  seq_area_um2: 0
  utilization: 0.328
floorplanning:
  fp_util: 0.294
  die_x_um: 114
  rows: 34
  die_h_um: 114
  fp.coreArea_mm2: 0.00868
  ios: 28
  die-area_mm2: 0.0130
detailed_routing:
  ant_nets: 0
  drt_wl_total_um: 7330
  vias: 2982
  drtIter0Drc: 179
  viasPerCell: 6.12
  n_antenna_cell: 0
  drtPass1Iterations: 6
  drt-wirelength-per-cell_um: 15.0
  drc: 0
power:
  p_leak_nw: 1.00
  internal-power_mw: 0.154
  power.density_mw_per_mm2: 110
  p_clk_frac: 0
  p_sw_frac: 0.507
  p_total_mw: 0.312
  power_frac_comb: 1.000
  switchingPower_mw: 0.158
  seqPwrFrac: 0
  vdd_ir_drop_max_v: 0.0000558
outcome:
  status: "finished clean"
setup_path:
  crit_type: "in -> out"
  cp_slowest_stage_delay_ns: 0.71
  cp_max_fo: 12
  critPathRequiredTime_ns: 14.96
  worstSetupEndpointType: "primary output"
  startpoint: "binary[8]"
  slowest_stage: "clkdlybuf4s50_1"
  crit_end: "ones[2]"
  cp.arrival_ns: 11.88
  crit_top_cell: "a31oi_1"
  startpoint_type: "primary input"
timing:
  fin_ws_ns: 3.08
  totalNegativeSetupSlack_ns: 0
  setup_violations: 0
  slew_viol_final: 0
  max_freq_mhz: 64.0
  finalCriticalPeriod_ns: 15.62
  finalHoldViolations: 0
  tightestPinTransition_ns: 0.627
  grt_setup_unrepaired: "no"
  period_used_share: 0.835
  slew_headroom: 0.581
global_routing:
  grt_max_degree: 15
  grt-ovfl-total: 0
  grt_pass1_vias: 2619
  antenna_found_initial: 0
  grtUsageTotal: 0.106
  grt_pass1_wl_um: 12300
clock_network:
  ctsHoldBuffers: 0
  cts.repair.resized: 0
  post_cts_buffers: 0
placement:
  post-place-ws_ns: 3.17
  dpl.hpwl_um: 5970
  place_congestion: 0.994
  portBuffers: 25
flow_run:
  warnings: 32
  max_cap_violations: 0
min_path:
  hold_path_class: "in -> out"
## cell families (layout without fill, tap and decap cells)
kind of cell	Yosys count	after routing	share of synthesized area
buffers and inverters	35	46	0.0672
xor gates and xnor gates	8	8	0.0334
and+or+nand+nor	155	155	0.331
adders and majority gates	5	5	0.0226
muxes	9	9	0.0451
other	1	1	0.00147
AOI/OAI and AO/OA	155	155	0.500
## per-stage QoR
stage	instance area, um2	instances	hold WS, ns
2_1_floorplan	2550	368	7.55
3_3_place_gp	2850	487	7.48
3_5_place_dp	2850	487	7.48
4_1_cts	2850	487	7.48
5_1_grt	2850	487	7.48
6_report	2850	487	7.48
## cells in the mapped netlist (3+ instances only)
cell / instances
a211oi_1: 7
a211oi_2: 4
a21o_1: 5
a21oi_1: 21
a2bb2oi_1: 3
a31oi_1: 12
and3_1: 5
buf_2: 5
buf_4: 5
ha_1: 3
inv_1: 20
mux2i_1: 4
nand2_1: 40
nand3_1: 8
nand4_1: 8
nor2_1: 33
nor2_2: 3
nor3_1: 13
nor3_2: 4
o211ai_1: 7
o21a_1: 5
o21ai_0: 15
o21ai_1: 5
o21ai_2: 5
o22ai_1: 3
o2bb2ai_1: 4
o31a_1: 5
o31ai_1: 5
o32ai_1: 3
or2_0: 3
or2_1: 4
or3_1: 8
xnor2_1: 5
## layout make-up
type / instances / share of cell area
multi-input cells: 333 / 0.836
repair buffers: 26 / 0.0905
well taps: 108 / 0.0475
inverters: 20 / 0.0264
## power by group through the flow
stage	clock network (mW)	logic, mW	registers (mW)
6_report	0	0.312	0
5_1_grt	0	0.345	0
4_1_cts	0	0.314	0
## layer usage
layer,routed length [um],track usage
met5,0,0
met4,74,0.0100
met3,348,0.00691
met2,3580,0.186
met1,3330,0.144
## worst min-delay path by stage
| stage | start | endpoint | slack (ns) | cells past startpoint |
|---|---|---|---|---|
| 4_1_cts | binary[0] | ones[0] | 7.48 | 0 |
| 5_1_grt | binary[0] | ones[0] | 7.48 | 0 |
| 6_report | binary[0] | ones[0] | 7.48 | 0 |
## worst max-delay path, delay by kind of cell
kind | cells | cell delay (ns)
simple gates | 14 | 3.23
mux | 2 | 0.68
xor+xnor | 1 | 0.40
buf+inv | 2 | 1.20
fa+ha+maj | 2 | 0.51
compound gates | 9 | 2.11
No activity file was given, so power comes from the tool's default toggle rates.
